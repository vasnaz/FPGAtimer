### ./config.mk
export PLATFORM = sky130hd
export DESIGN_NAME = segment
export DESIGN_NICKNAME = segment
export VERILOG_FILES = /design/flow/design.v
export SDC_FILE = /design/flow/constraint.sdc
export NUM_CORES = 4
export LEC_CHECK = 1
export CORE_AREA = 10 10 94 94
export DIE_AREA = 0 0 104 104
### ./constraint.sdc
current_design segment

set clk_period 2.6
set clk_io_pct 0.2

create_clock -name clk0 -period $clk_period [get_ports {clk}]

set non_clock_inputs [all_inputs -no_clocks]
set_input_delay [expr $clk_period * $clk_io_pct] -clock clk0 $non_clock_inputs
set_output_delay [expr $clk_period * $clk_io_pct] -clock clk0 [all_outputs]
### ./design.v
`timescale 1ns / 1ps
module segment(
    output [6:0] fout,
    output [7:0] an,
    input clk,
    input reset,
    input upordown
    );
    reg [6:0] fout;
    reg [7:0] an;
    reg [3:0] ones; 
    reg [3:0] tens; 
    reg [32:0] timer; 
    reg newclk;
always @ (*)
begin
	if (timer == 32'd25000000)
	begin
		newclk <= 1;
		timer <= 0;
	end
	else
	begin
		timer <= timer+1;
		newclk <= 0;
	end
end
    always @(posedge newclk or posedge reset)
    begin
        if (reset)
        begin
            ones <= 0;
            tens <= 0;
        end
        else if (upordown == 1)
        begin
            if (ones == 4'b1001)  
            begin
                if (tens == 4'b1001)
                begin
                    tens <= 0;
                    ones <= 0;
                end
                else
                begin
                tens <= tens +1;
                ones <= 0;
                end
            end
            else
            begin
                ones <= ones + 1;
            end
        end
        else if (upordown == 0)
        begin
            if (ones == 4'b0000)
            begin
                if (tens == 4'b0000)
                begin
                    ones <= 4'b1001;
                    tens <= 4'b1001;
                end
                else
                begin
                    tens <= tens - 1;
                    ones <= 4'b1001;
                end
            end
           else
           begin
               ones <= ones - 1;
           end
        end
    end
    reg [17:0] count;
always @ (posedge clk)  
begin  
count <= count + 1;
end
reg [6:0] sseg;
always @ (*)
begin
case(count[17:15])  
2'b000 :
begin
sseg = morse1;  
an = 8'b01111111;
end
2'b001 :
begin
sseg = morse2;  
an = 8'b10111111;
end
2'b010 :
begin
sseg = morse3;  
an = 8'b11011111;
end
2'b011 :
begin
sseg = morse4;  
an = 8'b11101111;
end
2'b100 :
begin
sseg = morse5;  
an = 8'b11110111;
end
2'b101 :
begin
sseg = morse5;  
an = 8'b11111111;
end
2'b110 :
begin
sseg = morse5;  
an = 8'b11111111;
end
2'b111 :
begin
sseg = morse5;  
an = 8'b11111111;
end
endcase
end
    always @(*)
    begin
    fout = 0;
         case (sseg)
            16'b0000000000101110 : fout = 7'h08;  
            16'b0000001110101010 : fout = 7'h60;  
            16'b0000111010111010 : fout = 7'h31;  
            16'b0000000011101010 : fout = 7'h42;  
            16'b0000000000000010 : fout = 7'h30;  
            16'b0000001010111010 : fout = 7'h38;  
            16'b0000001110111010 : fout = 7'h04;  
            16'b0000000010101010 : fout = 7'h48;  
            16'b0000000000001010 : fout = 7'h79;  
            16'b0010111011101110 : fout = 7'h47;  
            16'b0000001011101010 : fout = 7'h71;  
            16'b0000000000111010 : fout = 7'h6A;  
            16'b0000111011101110 : fout = 7'h62;  
            16'b0000001011101110 : fout = 7'h18;  
            16'b0000000010111010 : fout = 7'h7A;  
            16'b0000000000101010 : fout = 7'h24;  
            16'b0000000000001110 : fout = 7'h70;  
            16'b0000000010101110 : fout = 7'h41;  
            16'b0011101011101110 : fout = 7'h44;  
        endcase
    end
endmodule
### ./run.sh
#!/bin/bash
# OpenROAD 26Q1-2900-gdf79404cd8, Yosys 0.63+post, stock flow scripts
make -C /OpenROAD-flow-scripts/flow DESIGN_CONFIG=/design/flow/config.mk WORK_HOME=/design/flow/orfs finish
==> metrics.yaml <==
final_timing:
  final-max-slew-violation-count: 0
  finalCritPeriodShare: 0.5331
  tns_ps: 0
  untimed_endpoints: 8
  fmax_ghz: 0.7215
  finalHoldViolations: 0
  worst_clock_skew_ps: 3.710
  setup_viol: 0
  min_period_ps: 1386
  rsz0062_at_grt: "no"
  timing.hold.ws_ps: 416.0
  unclocked_pins: 4
die:
  die_h_um: 104
  boundaryPins: 18
  die_w_um: 104
  fp-utilization: 0.1262
  dieArea_um2: 10820
  core-area_um2: 6832
  num_rows: 30
cts:
  root_buffer: "clkbuf_8"
  cts_tree: "built"
  clockBufferDepth: 2
  htree_levels: 1
  cts_resized: 0
  post_cts_buffers: 0
  ctsHoldBuffers: 0
  path_clk_slew_ps: 60
  clk_latency_ps: 250
  numCtsBuffers: 3
logic_synthesis:
  syn-instance-count: 86
  synth.avg_cell_area_um2: 10.02
  synthArstFlopShare: 0
  common_cells: "18 x dfxtp_1, 11 x buf_4, 9 x xor2_1"
  edf_count: 0
  synth_top_area_share: 0.4180
  top_cell: "dfxtp_1"
  numSynthFlops: 22
  synthTopCellsByArea: "dfxtp_1 42%, buf_4 9.6%, xor2_1 9.1%, xnor2_1 7.1%, dlxtn_1 7.0%"
  synth_cell_types: 21
  ys_cells: 86
  yosys_warnings: 14
  yosysTopAreaCell: "dfxtp_1"
  flop_cell: "dfxtp_1"
  synth_area_um2: 862.1
  yosys-stat-area_um2: 862.1
final_layout:
  syn2layout_area_growth_pct: 18.87
  final_area_um2: 1025
  fill_cells: 789
  drive_above_1_share: 0.09890
routing:
  n_antenna_cell: 0
  drtIter0Drc: 4
  ant_nets: 0
  wl_per_cell_um: 6.021
  drc: 0
  drt_first_pass_iters: 4
  drt-total-wl_um: 1126
  num_vias: 494
  drt-vias-per-instance: 2.642
critical_path:
  worstSetupStartpointType: "flop"
  worst_path_max_delay_cell: "dfxtp_1"
  critPathKind: "flop to flop"
  crit_arrival_ps: 1570
  crit_chain: "ha_1 > and3_2 > nand4_1 > nor2_1 > xor2_1"
  critPathRequiredTime_ps: 2780
  cpPeakStageDelay_ps: 370
  critPathMaxFanout: 4
  endpoint_kind: "flop"
outcome:
  status: "complete, no violations"
global_route:
  antenna_found_initial: 0
  track_usage: 0.02102
  grt_pass1_wl_um: 2097
  grt.overflow.total: 0
  grt_max_degree: 11
  grt_pass1_vias: 487
run:
  warnings: 27
  max_cap_viol_count: 0
place:
  hpwl_um: 837.4
  placed_area_um2: 969.7
  gp_congestion: 0.7767
  portBuffers: 4
power_and_ir_drop:
  irDropWorstVdd_v: 0.0001627
  finalPower_uw: 498.8
  power_density_nw_per_um2: 486.7
  p_leak_nw: 0.4127
hold_path:
  hp-class: "flop to flop"
-- state kept, by name (all words and copies together) (netlist names) --
signal,cells
count,18
an,4
-- critical path, delay by kind of cell, from the launching register on --
family	cells	cell delay, ps
and+or+nand+nor	3	610
adders and majority gates	1	190
DFF	1	370
xor gates and xnor gates	1	150
-- metal layers --
layer | track usage | vias to the layer above | wire [µm]
met5 | 0 | - | 0
li1 | - | 264 | -
met2 | 0.02928 | 17 | 406
met3 | 0.007519 | 2 | 68
met4 | 0.003976 | 0 | 20
met1 | 0.03044 | 211 | 631
-- final timing paths --
| kind | from | end | slack, ps | cells after the start |
|---|---|---|---|---|
| worst max register to register | count[0] | count[14] | 1210 | 5 |
| worst max-delay path | count[0] | count[14] | 1210 | 5 |
| worst min-delay path | count[0] | count[0] | 420 | 1 |
| worst min register to register | count[0] | count[0] | 420 | 1 |
-- final cells by class --
class	instances	area, µm²	area share
Multi-Input combinational cell	57	374.1	0.3651
Inverter	4	15.01	0.01465
Clock buffer	4	55.05	0.05372
Tap cell	96	120.1	0.1172
Sequential cell	22	420.4	0.4103
Timing Repair Buffer	4	40.04	0.03907
-- cell families (layout without fill, tap and decap cells) --
group                      count (synthesis)  count (layout)  share of synthesized area
buffers and inverters                     16              12                     0.1176
xor gates and xnor gates                  16              16                     0.1626
and+or+nand+nor                           29              29                     0.2090
other                                      2              11                   0.008712
DFF                                       18              18                     0.4180
adders and majority gates                  1               1                    0.01451
latches                                    4               4                    0.06967
-- power by group --
| group | internal, mW | total, mW | switching (mW) |
|---|---|---|---|
| combinational | 0 | 0.000798 | 0.000798 |
| sequential | 0.276 | 0.276 | 0 |
| clock | 0.134 | 0.222 | 0.0881 |
-- stage by stage --
step / utilization / setup WS, ps / std cells
2_1_floorplan: - / 1361 / 95
3_3_place_gp: 0.1419 / 1230 / 183
3_5_place_dp: 0.1419 / 1241 / 183
4_1_cts: 0.1500 / 1213 / 187
5_1_grt: 0.1500 / 1048 / 187
6_report: 0.1500 / 1214 / 187
-- cells in the final DEF (no fill, tap or decap) --
| cell type | n |
|---|---|
| ha_1 | 1 |
| or3_1 | 1 |
| nand2_1 | 4 |
| clkbuf_8 | 4 |
| nand3_1 | 4 |
| and3_1 | 2 |
| nor2_1 | 8 |
| dlxtn_1 | 4 |
| and4_4 | 1 |
| xor2_1 | 9 |
| xnor2_1 | 7 |
| and4_1 | 1 |
| nand3b_1 | 2 |
| nor3_2 | 2 |
| dfxtp_1 | 18 |
| nand4_4 | 1 |
| and3_2 | 1 |
| inv_1 | 4 |
| nand4_1 | 2 |
| clkdlybuf4s50_1 | 4 |
| conb_1 | 11 |
Power is estimated from default activity; no workload was simulated.
